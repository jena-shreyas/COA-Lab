==> flow/config.mk <==
export PLATFORM = sky130hd
export DESIGN_NAME = register_file
export DESIGN_NICKNAME = register_file
export VERILOG_FILES = /design/flow/design.v
export SDC_FILE = /design/flow/constraint.sdc
export NUM_CORES = 4
export LEC_CHECK = 1
export CORE_UTILIZATION = 30
==> flow/constraint.sdc <==
current_design register_file

set clk_period 11.2
set clk_io_pct 0.2

create_clock -name clk0 -period $clk_period [get_ports {clk}]

set non_clock_inputs [all_inputs -no_clocks]
set_input_delay [expr $clk_period * $clk_io_pct] -clock clk0 $non_clock_inputs
set_output_delay [expr $clk_period * $clk_io_pct] -clock clk0 [all_outputs]
==> flow/design.v <==
`timescale 1ns / 1ps
module register_file(
	input [4:0] readReg_1,
	input [4:0] readReg_2,
	input [4:0] writeReg,
	input [31:0] writeData,
	input control_RegWrite,
	input clk,
	input rst,
	output reg [31:0] readData1,
	output reg [31:0] readData2
    );
	reg signed [31:0] registers[31:0];
	integer i;
	always @(posedge clk or posedge rst) begin
		if (rst) begin
            registers[0] <= 0;
            registers[1] <= 0;
            registers[2] <= 0;
            registers[3] <= 0;
            registers[4] <= 0;
            registers[5] <= 0;
            registers[6] <= 0;
            registers[7] <= 0;
            registers[8] <= 0;
            registers[9] <= 0;
            registers[10] <= 0;
            registers[11] <= 0;
            registers[12] <= 0;
            registers[13] <= 0;
            registers[14] <= 0;
            registers[15] <= 0;
            registers[16] <= 0;
            registers[17] <= 0;
            registers[18] <= 0;
            registers[19] <= 0;
            registers[20] <= 0;
            registers[21] <= 0;
            registers[22] <= 0;
            registers[23] <= 0;
            registers[24] <= 0;
            registers[25] <= 0;
            registers[26] <= 0;
            registers[27] <= 0;
            registers[28] <= 0;
            registers[29] <= 0;
            registers[30] <= 0;
            registers[31] <= 0;
		end
		else if (control_RegWrite) begin
			registers[writeReg] <= writeData;
		end
	end
	always @(*) begin
		 readData1 = registers[readReg_1];
       readData2 = registers[readReg_2];
	end
endmodule
==> flow/run.sh <==
#!/bin/bash
# OpenROAD 26Q1-2900-gdf79404cd8, Yosys 0.63+post, stock flow scripts
make -C /OpenROAD-flow-scripts/flow DESIGN_CONFIG=/design/flow/config.mk WORK_HOME=/design/flow/orfs finish
==> datasheet_impl.txt <==
Physical implementation characteristics

Parameter                              Value

Power
  Worst IR drop on VDD .................. 0.123 mV
  Leakage power .................. 25.4 nW
  Power Density .................. 178 nW/um2

Detailed routing
  DR vias .................. 44800
  Detail Route met2 WL .................. 106000 um
  Number of detailed-routing iterations run before antenna repair .................. 9
  Initial DRC count .................. 5736
  Routed WL .................. 264000 um
  Post-route DRC .................. 0
  Via count normalized by instance count .................. 6.71
  Top routing layer in use .................. met5
  Antenna-violating nets left .................. 0
  Post-Route M1 WL .................. 89100 um
  Wirelength per Cell .................. 39.5 um
  Met3 Wirelength .................. 42400 um

Clock network
  Number of clock sinks .................. 1024
  Clock tree from TritonCTS .................. built
  Hold-fix buffers at CTS .................. 0
  Clock buffer count from CTS .................. 109
  CTS H-Tree Depth .................. 3
  Gates resized, CTS repair .................. 0
  Clock latency on the worst-skew pair .................. 0.73 ns
  Clock buffer depth .................. 3
  Clock root buffer master .................. sky130_fd_sc_hd__clkbuf_16
  Clock input transition at the sequential cells of the worst setup and hold paths .................. 0.06 ns
  Buffers inserted by post-CTS timing repair .................. 0

Setup path
  Worst Path Buf+Inv .................. 5
  Signal arrival time at the worst endpoint .................. 7.02 ns
  Category of the worst setup path capture point .................. output port
  Startpoint Class .................. primary input
  CP delay by family, top .................. buffers and inverters
  Crit-path max cell delay .................. 0.75 ns
  Ordered cell list for the critical path .................. clkdlybuf4s50_1, buf_4, nand2_1, buf_4, nor2_4, buf_4, a22oi_1, nand2_1, a211oi_1, a21oi_1, clkdlybuf4s50_1
  Critical path start-end classification .................. primary input to output port
  Cell with the most instances on the worst path .................. sky130_fd_sc_hd__buf_4
  CP required .................. 8.96 ns
  Highest net fanout along the worst path .................. 27
  Critical path's slowest cell .................. sky130_fd_sc_hd__nor2_4

Flow run
  MaxCap Viol Count .................. 1
  Count of tool warnings .................. 39

Synthesis
  Number of instances in the synthesized netlist .................. 4352
  Cell area after synthesis .................. 51000 um2
  Avg Cell Area, Syn .................. 11.7 um2
  Top_reg_cell synth .................. sky130_fd_sc_hd__dfrtp_1
  Flops out of synthesis .................. 1024
  Largest cells by area after synthesis .................. sky130_fd_sc_hd__dfrtp_1 50%, sky130_fd_sc_hd__mux2_2 23%, sky130_fd_sc_hd__a22oi_1 12%
  Cell total in the yosys stat output .................. 4352
  Synthesized chip area reported by yosys .................. 51000 um2
  Count of flip-flops with a built-in enable after synthesis .................. 0
  Most popular library cell in the synthesized design by count .................. sky130_fd_sc_hd__mux2_2
  Cell types with the highest counts after synthesis .................. 1027 x sky130_fd_sc_hd__mux2_2, 1024 x sky130_fd_sc_hd__dfrtp_1, 827 x sky130_fd_sc_hd__a22oi_1
  Area share of the largest cell type after synthesis .................. 50.2%
  Async set-reset flop share out of synthesis .................. 100%
  Sequential-to-total area share from yosys stat .................. 50.2%
  Synth cell types .................. 57
  Top cell type by total area after synthesis .................. sky130_fd_sc_hd__dfrtp_1
  Number of warning messages in the yosys log .................. 2

GRT
  Total global routing overflow .................. 0
  Largest net degree at the start of global routing .................. 126
  Wire length of the first global-routing pass .................. 360000 um
  Number of global-route vias before repair .................. 43900
  Total GRT Usage .................. 31.0%
  Number of antenna violations at the first check in global routing .................. 17

STA
  Achievable frequency .................. 0.108 GHz
  Setup violations, final .................. 0
  Tightest slew margin relative to the limit .................. -0.673%
  Post-Route Hold Slack .................. 0.533 ns
  Number of hold violations in the final report .................. 0
  Final period utilization .................. 82.6%
  Slew @ Worst Pin .................. 1.49 ns
  Pins over their slew limit .................. 1
  Final Critical Period .................. 9.26 ns
  Final Skew .................. 0 ns
  Setup repair after global routing missed its margin .................. no

Status
  Failing checks .................. capacitance limit, slew limit
  Run status .................. complete, but fails checks

Hold path
  Path type of the worst min-delay path .................. register to register

Layout
  Top Registers .................. registers x1024
  Most flop-heavy register .................. registers
  Max reg flops .................. 1024
  Proportion of layout cells with a drive suffix above 1 .................. 34.4%
  Layout filler cell count .................. 16100
  Final core utilization .................. 35.2%
  Synth-to-Final Area Change .................. 15.8%

Floorplanning
  Core region area .................. 168000 um2
  Standard-cell rows .................. 150
  Number of top-level pins .................. 114
  Chip Width .................. 414 um
  Total die size .................. 172000 um2
  Share of the core filled by cells before placement .................. 30.4%
  Height of the chip .................. 414 um

Placement
  Total half-perimeter wirelength after legalization and detailed placement .................. 155000 um
  Routability-driven placement congestion ratio .................. 1.03
  Quantity of I/O buffers inserted on ports .................. 113
-- layout by cell type (no fill, tap or decap), types with 61 or more instances in the layout --
master,synthesis,final
sky130_fd_sc_hd__a21oi_1,87,87
sky130_fd_sc_hd__mux2_2,1027,1027
sky130_fd_sc_hd__clkdlybuf4s50_1,0,107
sky130_fd_sc_hd__nor2_4,2,74
sky130_fd_sc_hd__clkbuf_16,0,111
sky130_fd_sc_hd__dfrtp_1,1024,1024
sky130_fd_sc_hd__nand2_1,272,259
sky130_fd_sc_hd__buf_4,39,210
sky130_fd_sc_hd__nor2_1,159,92
sky130_fd_sc_hd__a22oi_1,827,827
sky130_fd_sc_hd__nor3_1,62,61
sky130_fd_sc_hd__nand4_1,99,99
-- power breakdown --
part | total (mW) | internal (mW) | switching [mW]
sequential | 5.14 | 4.42 | 0.719
combinational | 1.47 | 0.773 | 0.701
clock | 3.89 | 2.28 | 1.61
-- layer usage --
layer  global-route usage [%]  vias to the layer above
met3                     18.6                     1503
li1                         -                    16700
met5                     1.64                        -
met1                     36.2                    22400
met2                     42.0                     4112
met4                     21.9                       27
-- logic make-up after synthesis --
kind of cell	after synthesis	share of synthesized area [%]
simple gates	774	7.25
mux	1040	22.9
buf+inv	436	3.89
compound gates	1078	15.7
flops	1024	50.2
-- final timing paths --
kind	from	to	slack, ns	cells after the start
hold / removal	registers[17][27]	registers[17][27]	0.53	1
max in group asynchronous	rst	registers[19][12]	6.47	5
min in group asynchronous	rst	registers[12][2]	2.03	2
hold reg to reg	registers[17][27]	registers[17][27]	0.53	1
setup reg to reg	registers[28][20]	registers[28][20]	10.19	1
setup / recovery	readReg_2[4]	readData2[21]	1.94	11
-- area by class of cell --
cell class	instances	area, um2	area share (%)
multi-input cells	2892	24000	40.6
clock inverters	44	567	0.959
repair buffers	328	2780	4.70
diodes	20	50.0	0.0847
well taps	2204	2760	4.67
clock buffers	158	3260	5.53
flip-flops and latches	1024	25600	43.4
inverters	5	22.5	0.0381
-- stage by stage --
step           TNS (ns)  worst slack (ns)  area [um2]  cells  total power, mW
6_report              0              1.94       59100   6675             10.5
5_1_grt               0              2.09       59000   6655             10.8
4_1_cts               0              2.28       59000   6655             10.4
3_3_place_gp          0              2.28       55200   6453             6.57
3_5_place_dp          0              2.28       55200   6453             6.60
2_1_floorplan  -5277.63             -5.15       51000   4352             5.84
Power and IR drop assume default switching activity.
