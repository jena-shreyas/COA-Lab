==> ./design.v <==
`timescale 1ns / 1ps
module full_adder(input in1,input in2,input cin,output out,output cout);
wire g2_out,g3_out,g4_out;
xor g1(out,in1,in2,cin);
and g2(g2_out,in1,in2);
xor g3(g3_out,in1,in2);
and g4(g4_out,g3_out,cin);
or  g5(cout,g2_out,g4_out);
endmodule
`timescale 1ns / 1ps
module rca_16bit(in1, in2, cin, sum, cout);
input [15:0] in1, in2;
input cin;
output [15:0] sum;
output cout;
wire carry_8bit;
    rca_8bit rca_8bit_1(.in1(in1[7:0]), .in2(in2[7:0]), .cin(cin), .sum(sum[7:0]), .cout(carry_8bit));
    rca_8bit rca_8bit_2(.in1(in1[15:8]), .in2(in2[15:8]), .cin(carry_8bit), .sum(sum[15:8]), .cout(cout));
endmodule
`timescale 1ns / 1ps
module rca_32bit(in1, in2, cin, sum, cout);
input [31:0] in1, in2;
input cin;
output [31:0] sum;
output cout;
wire carry_16bit;
    rca_16bit rca_16bit_1(.in1(in1[15:0]), .in2(in2[15:0]), .cin(cin), .sum(sum[15:0]), .cout(carry_16bit));
    rca_16bit rca_16bit_2(.in1(in1[31:16]), .in2(in2[31:16]), .cin(carry_16bit), .sum(sum[31:16]), .cout(cout));
endmodule
`timescale 1ns / 1ps
module rca_64bit(in1, in2, cin, sum, cout);
input [63:0] in1, in2;
input cin;
output [63:0] sum;
output cout;
wire carry_32bit;
    rca_32bit rca_32bit_1(.in1(in1[31:0]), .in2(in2[31:0]), .cin(cin), .sum(sum[31:0]), .cout(carry_32bit));
    rca_32bit rca_32bit_2(.in1(in1[63:32]), .in2(in2[63:32]), .cin(carry_32bit), .sum(sum[63:32]), .cout(cout));
endmodule
`timescale 1ns / 1ps
module rca_8bit(in1, in2, cin, sum, cout);
input [7:0] in1, in2;
input cin;
output [7:0] sum;
output cout;
wire [6:0] carry;
full_adder fladd1(.in1(in1[0]), .in2(in2[0]), .cin(cin), .out(sum[0]), .cout(carry[0]));
full_adder fladd2(.in1(in1[1]), .in2(in2[1]), .cin(carry[0]), .out(sum[1]), .cout(carry[1]));
full_adder fladd3(.in1(in1[2]), .in2(in2[2]), .cin(carry[1]), .out(sum[2]), .cout(carry[2]));
full_adder fladd4(.in1(in1[3]), .in2(in2[3]), .cin(carry[2]), .out(sum[3]), .cout(carry[3]));
full_adder fladd5(.in1(in1[4]), .in2(in2[4]), .cin(carry[3]), .out(sum[4]), .cout(carry[4]));
full_adder fladd6(.in1(in1[5]), .in2(in2[5]), .cin(carry[4]), .out(sum[5]), .cout(carry[5]));
full_adder fladd7(.in1(in1[6]), .in2(in2[6]), .cin(carry[5]), .out(sum[6]), .cout(carry[6]));
full_adder fladd8(.in1(in1[7]), .in2(in2[7]), .cin(carry[6]), .out(sum[7]), .cout(cout));
endmodule
==> ./run.sh <==
#!/bin/bash
# OpenROAD 26Q1-2900-gdf79404cd8, Yosys 0.63+post, stock flow scripts
make -C /OpenROAD-flow-scripts/flow DESIGN_CONFIG=/design/flow/config.mk WORK_HOME=/design/flow/orfs finish
==> ./config.mk <==
export PLATFORM = sky130hd
export DESIGN_NAME = rca_64bit
export DESIGN_NICKNAME = rca_64bit
export VERILOG_FILES = /design/flow/design.v
export SDC_FILE = /design/flow/constraint.sdc
export NUM_CORES = 4
export LEC_CHECK = 1
export CORE_AREA = 10 10 125 125
export DIE_AREA = 0 0 135 135
==> ./constraint.sdc <==
current_design rca_64bit

set clk_period 83.4
set clk_io_pct 0.2

create_clock -name clk0 -period $clk_period

set non_clock_inputs [all_inputs -no_clocks]
set_input_delay [expr $clk_period * $clk_io_pct] -clock clk0 $non_clock_inputs
set_output_delay [expr $clk_period * $clk_io_pct] -clock clk0 [all_outputs]
==> flow_summary.toml <==
# yosys + openroad results
[outcome]
run_status = "completed"

[route]
antenna_cells_inserted = 0
detail_route.first_pass.iterations = 2
drc_violations_left = 0
total_number_of_vias = 1408
route.detailed.wl_per_inst_um = 16.6
drt-initial-drc-count = 3
wl_um = 7290
drtAntennaViolNets = 0
drt-vias-per-instance = 3.20

[logic_synthesis]
synthesis.yosys.warnings = 0
synth-area-yosys_mm2 = 0.00180
synthesis.area_per_instance_um2 = 13.0
yosysCellCount = 138
syn-instance-count = 138
ys_types = 3
ys_seq_share = 0
syn_area_mm2 = 0.00180

[floorplanning]
row_count = 41
floorplan.die_area_mm2 = 0.0182
die.size.x_um = 135
die-height_um = 135
boundaryPins = 194
floorplan.core_util = 0.141
floorplan.core_area_mm2 = 0.0128

[worst_setup_path]
path_depth = 70
crit_path_end_kind = "output port"
critPathLaunch = "in2[0]"
crit_arrival_ns = 42.99
critPathRequiredTime_ns = 66.72
path_max_fanout = 1
start_kind = "primary input"
crit_slowest_cell = "sky130_fd_sc_hd__clkdlybuf4s50_1"
cpPeakStageDelay_ns = 0.46
critical-path-top-delay-family = "adder cells"
path_common_cell = "sky130_fd_sc_hd__fa_1"
critPathKind = "in -> out"
critPathCapture = "sum[63]"
timing.critical_path.buf_inv = 6

[timing]
setup_viol_count_final = 0
min_period_over_period = 0.715
slew_violations = 0
timing.setup.tns_ns = 0
finalWorstPathRequiredPeriod_ns = 59.67
worst_slew_margin_rel = 0.902
fmax_ghz = 0.0168
final-hold-violation-count = 0
rsz0062_at_grt = "false"
worstMarginPinSlew_ns = 0.146

[finish]
flow.area_growth_from_synthesis_pct = 93.2
final-seq-area_um2 = 0
seq_cells = 0
instances_no_fill = 440
filler_cell_count = 1312
comb_area_mm2 = 0.00128
fraction_of_final_layout_cells_sized_beyond_drive_strength_1 = 0
number_of_clock_buffers_in_the_layout = 0

[global_route]
grt_max_degree = 2
overflow = 0
vias_in_the_first_global_route = 1865
antenna_found_initial = 0
grt_pass1_wl_um = 10800
track_usage = 0.0779

[worst_hold_path]
timing.hold.worst.class = "in -> out"

[power]
pwr_density_cell_mw_per_mm2 = 7.62
vdd_ir_drop_max_uv = 5.46
leakage_nw = 1.28

[run]
warnings = 32
drv.max_cap_violation_count = 0

[cts]
post_cts_resized = 0
cts.hold.buffers_added = 0
postCtsSetupRepairBufs = 0

[placed_design]
place_hpwl_um = 7200
numPlacedInstances = 440
gp_routability_congestion = 0.861
place.port_buffers = 194
[per-layer routing]
metal  GRT usage  wire length (µm)
met4           0                 0
met2       0.120              2910
met3      0.0847              2150
met5           0                 0
met1      0.0745              2230
[cell usage after synthesis]
cell type               number  area (µm²)
sky130_fd_sc_hd__buf_4      64         480
sky130_fd_sc_hd__fa_1       64        1280
sky130_fd_sc_hd__inv_1      10        37.5
[layout by cell type (no fill, tap or decap), drive strengths merged]
| master | count |
|---|---|
| inv | 10 |
| clkdlybuf4s50 | 194 |
| fa | 64 |
[power by group]
group | internal [mW] | total [mW] | switching, mW
Combinational | 0.0192 | 0.0265 | 0.00725
Clock | 0 | 0 | 0
Sequential | 0 | 0 | 0
Total | 0.0192 | 0.0265 | 0.00725
[tightest hold or removal path, delay by kind of cell]
family     cells  cell delay (ns)
buf+inv        4             0.89
fa+ha+maj      1             0.15
[kinds of logic after synthesis]
logic type,Yosys count,share of synthesized area
buf+inv,74,0.288
fa+ha+maj,64,0.712
[worst min-delay path by stage]
stage,start,end,cells past startpoint
5_1_grt,cin,sum[0],5
6_report,cin,sum[0],5
4_1_cts,cin,sum[0],5
[metrics by stage]
| step | util | power, mW | hold slack [ns] | setup slack (ns) | cell area [µm²] |
|---|---|---|---|---|---|
| 6_report | 0.272 | 0.0265 | 34.40 | 23.73 | 3480 |
| 3_5_place_dp | 0.272 | 0.0276 | 34.41 | 23.62 | 3480 |
| 3_3_place_gp | 0.272 | 0.0276 | 34.41 | 23.65 | 3480 |
| 4_1_cts | 0.272 | 0.0277 | 34.42 | 23.55 | 3480 |
| 5_1_grt | 0.272 | 0.0299 | 34.45 | 22.82 | 3480 |
| 2_1_floorplan | - | 0.0125 | 33.58 | 25.68 | 1800 |
[layout make-up]
type	count	area share
inverters	10	0.0108
multi-input cells	64	0.369
well taps	172	0.0619
repair buffers	194	0.559
Power is estimated from default activity; no workload was simulated.
